<file path="./config.mk">
export PLATFORM = sky130hd
export DESIGN_NAME = exe_stage
export DESIGN_NICKNAME = exe_stage
export VERILOG_FILES = /design/flow/design.v
export SDC_FILE = /design/flow/constraint.sdc
export NUM_CORES = 4
export LEC_CHECK = 1
export CORE_UTILIZATION = 50
</file>
<file path="./design.v">
`timescale 1ns / 1ps
module exe_stage(
  input wire rst,
  input wire    [4 : 0]inst_type_i,
  input wire    [7 : 0]inst_opcode,
  input wire    [63 : 0]op1,
  input wire    [63 : 0]op2,
  input wire    pc_ena_exe,
  input reg     [63 : 0]pc,
  input wire    [63 : 0]offset,
  input wire              w,
  output wire   [4 : 0]inst_type_o, 
  output wire   pc_ena_if,
  output wire[63 : 0]rd_data_exe,
  output wire          rd_data_exe_ena,
  output wire[63 : 0]pc_if
);
wire [63 : 0]rd_addw1,
             rd_addw,
             rd_subw1,
             rd_subw,
             rd_sllw1,
             rd_sllw,
             rd_sraw,
             rd_sra1,
             rd_sra2,
             pc_exe,
             pc_j,
             pc_b;
wire [31 : 0]rd_srlw,
             rd_sraw1,
             rd_sraw2,
             rd_sraw3;
wire [5 : 0]shamt;
assign shamt = op2[5 : 0];
assign inst_type_o = inst_type_i;
assign pc_ena_if   = ( inst_type_i[1] && inst_type_i[0] ) || ( inst_type_i[2] && inst_type_i[1] );
assign rd_addw1 = w ? ( op1 + op2 ) : 64'h00000000_00000000;
assign rd_addw  = {{32{rd_addw1[31]}},rd_addw1[31 : 0]};
assign rd_subw1 = w ? ( op1 - op2 ) : 64'h00000000_00000000;
assign rd_subw  = {{32{rd_subw1[31]}},rd_subw1[31 : 0]};
assign rd_sllw1 = w ? (op1 << op2[4 : 0]) : 64'h00000000_00000000;
assign rd_sllw  = {{32{rd_sllw1[31]}},rd_sllw1[31 : 0]};
assign rd_srlw  = w ? (op1[31 : 0] >> op2[4 : 0] ) : 64'h00000000_00000000;
assign rd_sraw1 = w ? (op1[31 : 0] >> op2[4 : 0] ) : 64'h00000000_00000000;
assign rd_sraw2 = (32'hFFFF_FFFF) >> op2[4 : 0];
assign rd_sraw3 = ( op1[31] == 1'b1) ? ( rd_sraw1 | ( ~rd_sraw2 ) ) : ( rd_sraw1 & rd_sraw2 );
assign rd_sraw  = {{32{op1[31]}},  rd_sraw3};
assign rd_sra1 = op1 >> shamt;
assign rd_sra2 = (64'hFFFF_FFFF_FFFF_FFFF) >> shamt;
assign pc_exe  = ( pc_ena_exe == 1'b1 ) ? pc : 64'h00000000_00000000;
reg [63 : 0]opop;
always@( * )
begin
  if( rst == 1'b1 )
  begin
    opop = 64'h00000000_00000000;
  end
  else
  begin
    case( inst_opcode )
    8'h11:   begin opop = op1 + op2;              end         
    8'h12:   begin opop = op1 - op2;              end
    8'h13:   begin opop = op1 << shamt     ;                            end   
    8'h14:   begin opop = ( $signed( op1 ) < $signed( op2 ) ) ? 1 : 0;  end
    8'h15:  begin opop = ( op1 < op2 ) ? 1 : 0;                        end
    8'h16:   begin opop = op1 ^ op2;                                    end
    8'h17:   begin opop = op1 >> shamt;                                 end
    8'h18:   begin opop = ( op1[63] == 1'b1 ) ? ( rd_sra1 | ~rd_sra2 ) : ( rd_sra1 & rd_sra2 );                    end
    8'h19:    begin opop = op1 | op2;                                    end
    8'h1A:   begin opop = op1 & op2;                                    end
    8'h1B:  begin opop = rd_addw;                                      end 
    8'h1C:  begin opop = rd_subw;                                      end
    8'h1D:  begin opop = { {32{rd_sllw[31]}}, rd_sllw };               end
    8'h1E:  begin opop = { {32{rd_srlw[31]}}, rd_srlw };               end                 
    8'h1F:  begin opop = rd_sraw;              end
    8'h20:   begin opop = op1;             end
    8'h21: begin opop = op1 + pc_exe;    end
    8'h22:   begin opop = pc_exe + 4;      end
    8'h23:  begin opop = pc_exe + 4;      end
    8'h28:   begin opop = ( op1 == op2 ) ? ( pc_exe + offset ) : ( pc_exe + 4 );                     end
    8'h29:   begin opop = ( op1 != op2 ) ? ( pc_exe + offset ) : ( pc_exe + 4 );                     end
    8'h2A:   begin opop = ( $signed( op1 ) < $signed( op2 )) ? ( pc_exe + offset) : ( pc_exe + 4 );  end
    8'h2B:   begin opop = ( $signed( op1 ) >= $signed( op2 )) ? ( pc_exe + offset) : ( pc_exe + 4 ); end 
    8'h2C:  begin opop = ( op1 < op2 ) ? ( pc_exe +offset ) : ( pc_exe + 4 );                       end
    8'h2D:  begin opop = ( op1 >= op2 ) ? ( pc_exe +offset ) : ( pc_exe + 4 );                      end
    8'h10:   begin opop = 64'h00000000_00000000;  end
	  default:     begin opop = 64'h00000000_00000000;  end
	endcase
  end
end
assign pc_j    = ( inst_type_i[1] && inst_type_i[0] == 1'b1 ) ? ( inst_opcode[1] && inst_opcode[0] == 1'b1 ? offset : ( pc_exe + offset )) : ( pc_exe + 4 );
assign pc_b    = ( inst_type_i[2] && inst_type_i[1] == 1'b1 ) ? opop : ( pc_exe + 4 );
assign pc_if   = ( inst_type_i[1] && inst_type_i[0] == 1'b1 ) ? pc_j : ( inst_type_i[2] && inst_type_i[1] == 1'b1 ? pc_b : ( pc_exe + 4 ));
assign rd_data_exe= (rst == 1'b1) ? 64'h00000000_00000000 : (inst_type_i[4] || inst_type_i[3] || inst_type_i[0] ? opop : 64'h00000000_00000000);
assign rd_data_exe_ena = inst_type_i[4] || inst_type_i[3] || inst_type_i[0];
endmodule
</file>
<file path="./run.sh">
#!/bin/bash
# OpenROAD 26Q1-2900-gdf79404cd8, Yosys 0.63+post, stock flow scripts
make -C /OpenROAD-flow-scripts/flow DESIGN_CONFIG=/design/flow/config.mk WORK_HOME=/design/flow/orfs finish
</file>
<file path="./constraint.sdc">
current_design exe_stage

set clk_period 29.1
set clk_io_pct 0.2

create_clock -name clk0 -period $clk_period

set non_clock_inputs [all_inputs -no_clocks]
set_input_delay [expr $clk_period * $clk_io_pct] -clock clk0 $non_clock_inputs
set_output_delay [expr $clk_period * $clk_io_pct] -clock clk0 [all_outputs]
</file>
==> results.ini <==
[outcome]
status=finished with violations
violations=capacitance limit, slew limit

[global_route]
grt_use_total_pct=64.5
grt_pass1_vias=52500
grt_pass1_wl_um=380000
grt_antenna_before_repair=32
grt-ovfl-total=0
grt_max_degree=79

[final_layout]
seq_cell_count=0
num-clock-buffers=0
nFillCells=7740
fin_util_pct=56.8
syn_to_final_growth_pct=12.3
final_cells=7518
layout-drive-gt1-share_pct=8.32
layout_top_cells=nand2_1, nor2_1, a21oi_1
regArea_um2=0
layout_top_cell=nand2_1

[timing]
setup_violations=0
finalHoldViolations=0
period_used_pct=66.2
max_freq_ghz=0.0519
final.setup.tns_ns=0
worst_pin_slew_ns=1.57
maxSlewViolCount=2
relSlewSlack_pct=-5.09
holdWs_ns=12.52
layout_min_cycle_time_ns=19.27
rsz0062_at_grt=no

[power_and_ir_drop]
switching_power_mw=0.651
powerDensity_nw_per_um2=21.2
p_leak_nw=17.6
switching_share_pct=67.0
peakVddDrop_v=0.0000199
p_int_mw=0.321

[synthesis]
syn_inst=6388
avgSynthCellArea_um2=6.39
synth_cell_type_count=108
yosysTopAreaCell=ha_1
yosys_area_um2=40800
synthTopCellsByArea=ha_1, mux4_2, a21oi_1, nand2_1, o21ai_0
top_cell_area_share_pct=7.94
synthesis.area_um2=40800
yosysWarnings=1
ys_cells=6388
synth_seq_share_pct=0

[route]
ant_nets=0
drc=0
num_vias=59200
via_per_inst=7.87
finalWirelength_um=272000
drtPass1Iterations=36
wl_per_cell_um=36.2
drt_iter0_markers=11100

[clocking]
cts-resized-gates=0
postCtsSetupRepairBufs=0
ctsHoldBuffers=0

[critical_path]
crit_type=input pin to primary output
worst_ep_arrival_time_ns=13.45
crit_fanout=18
critPathRequiredTime_ns=23.28
cp-end-kind=primary output
startpoint_type=input pin

[flow_run]
tool_warnings=162
maxCapViolations=1

[placed_design]
place_congestion=1.32
dp_hpwl_um=213000
placed_cells=7493
io_buffers=407

[floorplan]
core_um2=80700
fp_util_pct=50.6
dieArea_um2=82800
io_pins=407
die_y_um=288
die_x_um=288
row_count=104

[worst_hold_path]
min_path_type=input pin to primary output

## worst paths after layout
path / cells past startpoint / startpoint / endpoint
max: 15 / op1[57] / pc_if[16]
min: 2 / inst_type_i[3] / inst_type_o[3]
## worst max-delay path, stage by stage
cell	delay (ns)
clkdlybuf4s50_1	0.94
inv_1	0.17
ha_1	0.59
nor4_1	0.58
nand3_1	0.41
nor4_2	0.87
nand2_1	0.63
nand2_1	0.46
o21ai_0	0.41
a21oi_2	0.24
nand3_1	0.42
a2111oi_0	0.79
o311ai_1	0.30
a221o_1	0.37
clkdlybuf4s50_1	0.41
## synth_stat cells, types with 77 or more instances
cell type and n:
nand4_1 90, nor3_1 152, buf_1 85, o21ai_0 505, nor2_1 645, nand2b_1 86, mux4_2 138, nand2_1 676
clkbuf_1 446, inv_1 274, a221oi_1 97, a21o_1 87, xnor2_1 261, nand3_1 183, o221ai_1 77, a211oi_1 96
a21oi_1 558, o22ai_1 89, ha_1 259, mux2i_1 133, a31oi_1 117, o211ai_1 114
## cells by family after synthesis
| kind of cell | after synthesis | share of synthesized area [%] |
|---|---|---|
| multiplexers | 304 | 11.8 |
| buffers and inverters | 883 | 8.43 |
| AND/OR/NAND/NOR | 2238 | 26.0 |
| XOR/XNOR | 328 | 7.04 |
| adder cells (fa/ha/maj) | 270 | 8.26 |
| AND-OR/OR-AND | 2365 | 38.5 |
## layout make-up
| type | count | area (um2) | share of cell area, % |
|---|---|---|---|
| diodes | 25 | 62.6 | 0.136 |
| repair buffers | 649 | 5890 | 12.9 |
| multi-input cells | 5505 | 37500 | 81.8 |
| inverters | 279 | 1050 | 2.29 |
| well taps | 1060 | 1330 | 2.89 |
## routing by layer
metal,part of all wire (%),vias up,track usage [%]
li1,-,24200,-
met1,33,26600,75.4
met2,36,6247,81.7
met3,19,2036,38.9
met4,12,30,53.7
met5,0.33,-,8.72
## through the flow
step	setup WS (ns)	power, mW	instance area, um2
finish	9.83	0.972	45800
floorplan	12.34	0.535	40800
detailed placement	10.43	0.890	45800
global placement	10.47	0.890	45800
CTS	10.39	0.895	45800
global route	9.86	0.986	45800
Power and IR drop assume default switching activity.
