==> /design/flow/design.v <==
`timescale 1ns / 1ps
module id_stage(
  input wire  rst,
  input wire  [31 : 0]inst,
  input wire          inst_ready,
  input wire  [63 : 0]rs1_data,
  input wire  [63 : 0]rs2_data,
  output wire pc_ena_exe,
  output wire rs1_r_ena,
  output wire rs2_r_ena,
  output wire mem_r_ena,
  output wire mem_w_ena,
  output wire rd_w_ena,
  output wire [4 : 0]rs1_r_addr,
  output wire [4 : 0]rs2_r_addr,
  output wire [4 : 0]rd_addr,
  output wire [63 : 0]mem_addr,
  output wire [4 : 0]inst_type,
  output wire [7 : 0]inst_opcode,
  output wire        inst_w,
  output wire [2 : 0]load_type,
  output wire [2 : 0]store_type,
  output wire [63 : 0]mem_w_data,
  output wire [63 : 0]op1,
  output wire [63 : 0]op2,
  output wire [63 : 0]offset,
  output wire custom_ena
);
wire    [6 : 0]opcode,
               func7;
wire    [2 : 0]func3;
wire    [4 : 0]rs1,
               rs2,
               rd,
               shamt;
wire   [11 : 0]imm;
wire   [19 : 0]imm_20;      
wire           j_20,
               j_11;
wire    [9 : 0]j_10_1;
wire    [7 : 0]j_19_12;
wire    [63 : 0]offset_j,
                  offset_jal,
                  offset_jalr;
wire           b_12,
               b_11;
wire    [5 : 0]b_10_5;
wire    [3 : 0]b_4_1;
wire    [63 : 0]offset_b;
wire           op2_ena;
wire [63 : 0]op2_i;
wire [63 : 0]op1_ui;
wire [63 : 0]mem_r_addr,
               mem_w_addr;
assign opcode = ( rst == 1'b1 ) ? 7'b0 : ( inst_ready == 1'b1 ? inst[6 : 0] : 7'b0 );
assign rd     = inst[11 : 7];
assign func3  = inst[14 : 12];
assign func7  = inst[31 : 25]; 
assign rs1    = inst[19 : 15];
assign rs2    = inst[24 : 20];
assign shamt  = inst[24 : 20];    
assign imm    = inst[31 : 20];
assign imm_20 = inst[31 : 12];
assign j_20    = inst[31];
assign j_19_12 = inst[19 : 12];
assign j_11    = inst[20];
assign j_10_1  = inst[30 : 21];
assign b_12    = inst[31];
assign b_11    = inst[7];
assign b_10_5  = inst[30 : 25];
assign b_4_1   = inst[11 : 8];
wire inst_i, inst_iw, inst_r, inst_rw, inst_load, inst_store, inst_ui, inst_j, inst_jalr, inst_b, inst_custom;
assign inst_i     = ~opcode[6] & ~opcode[5] & opcode[4] & ~opcode[3] & ~opcode[2];
assign inst_iw    = ~opcode[6] & ~opcode[5] & opcode[4] & opcode[3] & ~opcode[2];
assign inst_r     = ~opcode[6] & opcode[5] & opcode[4] & ~opcode[3] & ~opcode[2];
assign inst_rw    = ~opcode[6] & opcode[5] & opcode[4] & opcode[3] & ~opcode[2];
assign inst_load  = ~opcode[6] & ~opcode[5] & ~opcode[4] & ~opcode[3] & ~opcode[2];
assign inst_store = ~opcode[6] & opcode[5] & ~opcode[4] & ~opcode[3] & ~opcode[2];
assign inst_ui    = ~opcode[6] & opcode[4] & ~opcode[3] & opcode[2];
assign inst_j     = opcode[6] & opcode[5] & ~opcode[4] & opcode[2];
assign inst_jalr  = opcode[6] & opcode[5] & ~opcode[4] & ~opcode[3] & opcode[2];
assign inst_b     = opcode[6] & opcode[5] & ~opcode[4] & ~opcode[3] & ~opcode[2];
assign inst_custom= opcode[6] & opcode[5] & opcode[4] & opcode[3] & ~opcode[2];
assign inst_type[4] = inst_i || inst_iw || inst_custom;
assign inst_type[3] = inst_r || inst_rw || inst_custom;
assign inst_type[2] = inst_load || inst_b;
assign inst_type[1] = inst_store || inst_j || inst_b;
assign inst_type[0] = inst_ui || inst_j ;
assign inst_w = inst_iw || inst_rw;
assign rs1_r_ena = inst_i || inst_iw || inst_r || inst_rw || inst_load || inst_store || inst_jalr || inst_b || inst_custom;
assign rs2_r_ena = inst_r || inst_rw || inst_store || inst_b;
assign rd_w_ena  = inst_i || inst_iw || inst_r || inst_rw || inst_load || inst_custom;
assign mem_r_ena = inst_load || inst_custom;
assign mem_w_ena = inst_store;
wire inst_auipc;
assign inst_auipc = ~opcode[6] & ~opcode[5] & opcode[4] & ~opcode[3] & opcode[2];
assign pc_ena_exe = inst_auipc || inst_j || inst_b;
assign load_type  = ( inst_load == 1'b1 ) ? func3 : ( inst_custom == 1'b1 ? 3'b011 : 3'b111);
assign store_type = ( inst_store == 1'b1 ) ? func3 : 3'b111;
assign mem_w_data = ( mem_w_ena == 1'b1 ) ? rs2_data : 64'h00000000_00000000;
wire add_signal,  sub_signal,  sll_signal, slt_signal, sltu_signal, xor_signal,srl_signal, sra_signal, or_signal, and_signal, 
     addw_signal, subw_signal, sllw_signal, srlw_signal, sraw_signal,
     lui_signal,  auipc_signal,
     jal_signal,  jalr_signal,
     beq_signal,  bne_signal,  blt_signal, bge_signal, bltu_signal, bgeu_signal;
wire addi_signal, addr_signal;
assign addi_signal = inst_i & ~func3[2] & ~func3[1] & ~func3[0];
assign addr_signal = inst_r & ~imm[10] & ~func3[2] & ~func3[1] & ~func3[0];
assign add_signal = addi_signal || addr_signal;
assign sub_signal = inst_r & imm[10] & ~func3[2] & ~func3[1] & ~func3[0];
assign sll_signal = ( inst_i || inst_r ) & ~func3[2] & ~func3[1] & func3[0];
assign slt_signal = ( inst_i || inst_r ) & ~func3[2] & func3[1] & ~func3[0];
assign sltu_signal= ( inst_i || inst_r ) & ~func3[2] & func3[1] & func3[0];
assign xor_signal = ( inst_i || inst_r ) & func3[2] & ~func3[1] & ~func3[0];
assign srl_signal = ( inst_i || inst_r ) & ~imm[10] & func3[2] & ~func3[1] & func3[0];
assign sra_signal = ( inst_i || inst_r ) & imm[10] & func3[2] & ~func3[1] & func3[0];
assign or_signal  = ( inst_i || inst_r ) & func3[2] & func3[1] & ~func3[0];
assign and_signal = ( inst_i || inst_r ) & func3[2] & func3[1] & func3[0];
wire addwi_signal, addwr_signal;
assign addwi_signal = inst_iw & ~func3[2] & ~func3[1] & ~func3[0];
assign addwr_signal = inst_rw & ~imm[10] & ~func3[2] & ~func3[1] & ~func3[0];
assign addw_signal = addwi_signal || addwr_signal;
assign subw_signal = inst_rw & imm[10] & ~func3[2] & ~func3[1] & ~func3[0];
assign sllw_signal = ( inst_iw || inst_rw ) & ~func3[2] & ~func3[1] & func3[0];
assign srlw_signal = ( inst_iw || inst_rw ) & ~imm[10] & func3[2] & ~func3[1] & func3[0];
assign sraw_signal = ( inst_iw || inst_rw ) & imm[10] & func3[2] & ~func3[1] & func3[0];
assign lui_signal   = inst_ui & opcode[5];
assign auipc_signal = inst_auipc;
assign jal_signal  = inst_j & opcode[3];
assign jalr_signal = inst_jalr;
assign beq_signal = inst_b & ~func3[2] & ~func3[1] & ~func3[0];
assign bne_signal = inst_b & ~func3[2] & ~func3[1] & func3[0];
assign blt_signal = inst_b & func3[2] & ~func3[1] & ~func3[0];
assign bge_signal = inst_b & func3[2] & ~func3[1] & func3[0];
assign bltu_signal= inst_b & func3[2] & func3[1] & ~func3[0];
assign bgeu_signal= inst_b & func3[2] & func3[1] & func3[0];
assign inst_opcode[6] = inst_custom;
assign inst_opcode[5] = inst_ui || inst_j || inst_b;
assign inst_opcode[4] = inst_i || inst_iw || inst_r || inst_rw;
assign inst_opcode[3] = sra_signal || or_signal || and_signal || addw_signal || subw_signal || sllw_signal || srlw_signal || sraw_signal || inst_b;
assign inst_opcode[2] = slt_signal || sltu_signal || xor_signal || srl_signal || subw_signal || sllw_signal || srlw_signal || sraw_signal || bltu_signal || bgeu_signal;
assign inst_opcode[1] = sub_signal || sll_signal || xor_signal || srl_signal || and_signal || addw_signal || srlw_signal || sraw_signal || inst_j || blt_signal || bge_signal;
assign inst_opcode[0] = add_signal || sll_signal || sltu_signal || srl_signal || or_signal || addw_signal || sllw_signal || sraw_signal || auipc_signal || inst_jalr || bne_signal || bge_signal || bgeu_signal;
assign op2_ena    = inst_type[4] || inst_type[3] || inst_type[1];
assign op2_i      =  { {52{imm[11]}}, imm };
assign op1_ui     = { {32{imm_20[19]}}, imm_20, 12'b0 };
assign offset_jal = { {44{j_20}}, j_19_12, j_11, j_10_1,1'b0 };
assign offset_jalr= ( { {52{imm[11]}}, imm } + rs1_data ) & -1 ;
assign offset_j   = ( inst_j == 1'b1 ) ? (inst_jalr == 1'b1 ? offset_jalr :offset_jal ) : 0; 
assign offset_b   = { {52{b_12}}, b_11, b_10_5, b_4_1,1'b0};
assign mem_r_addr = ( inst_custom == 1'b1 ) ? rs1 : ( rs1_data + { {52{imm[11]}}, imm });
assign mem_w_addr = rs1_data + { {52{imm[11]}}, func7 , rd };
assign rs1_r_addr = ( rs1_r_ena == 1'b1) ? rs1 : 0;
assign rs2_r_addr = ( rs2_r_ena == 1'b1) ? rs2 : 0;
assign rd_addr    = rd;
assign op1        = ( rs1_r_ena == 1'b1 ) ? rs1_data : ( inst_ui == 1'b1 ? op1_ui : 0 );
assign op2        = ( op2_ena == 1'b1 ) ? (inst_type[4] == 1'b1 ? op2_i : rs2_data ) : 0;
assign mem_addr   = ( inst_load | inst_custom == 1'b1 ) ? mem_r_addr : ( inst_store == 1'b1 ? mem_w_addr : 64'h00000000_00000000 );
assign offset     = ( inst_j == 1'b1 ) ? offset_j : ( inst_b == 1'b1 ? offset_b : 0);
assign custom_ena = inst_custom;
endmodule
==> /design/flow/run.sh <==
#!/bin/bash
# OpenROAD 26Q1-2900-gdf79404cd8, Yosys 0.63+post, stock flow scripts
make -C /OpenROAD-flow-scripts/flow DESIGN_CONFIG=/design/flow/config.mk WORK_HOME=/design/flow/orfs finish
==> /design/flow/config.mk <==
export PLATFORM = sky130hd
export DESIGN_NAME = id_stage
export DESIGN_NICKNAME = id_stage
export VERILOG_FILES = /design/flow/design.v
export SDC_FILE = /design/flow/constraint.sdc
export NUM_CORES = 4
export LEC_CHECK = 1
export CORE_AREA = 10 10 231 231
export DIE_AREA = 0 0 241 241
==> /design/flow/constraint.sdc <==
current_design id_stage

set clk_period 9.6
set clk_io_pct 0.2

create_clock -name clk0 -period $clk_period

set non_clock_inputs [all_inputs -no_clocks]
set_input_delay [expr $clk_period * $clk_io_pct] -clock clk0 $non_clock_inputs
set_output_delay [expr $clk_period * $clk_io_pct] -clock clk0 [all_outputs]
==> GITHUB_STEP_SUMMARY <==
### Yosys + OpenROAD results

| Metric | Value |
|---|---|
| Outcome | finished clean |
| Top cells by area | a21oi_1, ha_1, nand2_1 |
| Worst hold slack | 4.79 ns |
| Commonest cells in the netlist | a21oi_1, nand2_1, o21ai_0, nor2_1, clkbuf_1 |
| Placed inst area | 0.0163 mm2 |
| Final Instance Area | 0.0163 mm2 |
| Syn Inst Count | 1773 |
| Fmax | 123 MHz |
| Yosys Warn Count | 1 |
| Final wirelength | 83400 um |
| Post-route setup slack | 1.45 ns |
| Max Used Layer | met4 |
| Gr ovfl total | 0 |
| # Cells Yosys | 1773 |
| Core area | 0.0480 mm2 |
| Pins over their slew limit | 0 |
| HPWL after detailed placement | 70600 um |
| DR DRC count | 0 |
| Seq. cell area | 0 um2 |
| Setup TNS | 0 ns |
| Setup bufs post-CTS | 0 |
| Hold Path End | op2[16] |
| Die X | 241 um |
| Largest net degree at the start of global routing | 130 |
| Netlist cell types | 92 |
| Area leader, netlist | a21oi_1 |
| Unrepaired setup endpoints after global routing | no |
| Count leader, synth | a21oi_1 |
| Area delta synth->final | 51.0% |
| Static Leak | 0.00604 uW |
| Total Routing Usage GR | 27.7% |
| Drt pass-1 iters | 6 |
| Yosys stat area | 0.0108 mm2 |
| CP Max Fanout | 5 |
| Worst Max-Slew Pin Slew | 1.20 ns |
| # hold bufs at CTS | 0 |
| Sw Share | 57.8% |
| Int Pwr | 422 uW |
| PwrDens | 61.2 mW/mm2 |
| Crit start category | input pin |
| Number of global-route vias before repair | 15200 |
| First-pass GRT wire length | 115000 um |
| Mapped cell area | 0.0108 mm2 |
| Syn avg cell area | 6.10 um2 |
| Hold Path Origin | rs2_data[16] |
| Hold Crit Depth | 4 |
| Routability congestion estimate | 0.966 |
| OpenROAD warning count | 37 |
| Net Sw Power | 578 uW |
| Final setup viols | 0 |
| Max-cap viol count | 0 |
| Clock buffers | 0 |
| Critical Path Sink Type | output pin |
| Seq share, synth | 0% |
| Fin crit share | 84.9% |
| Cts repair resizes | 0 |
| Die span in y | 241 um |
| Final-report hold violation count | 0 |
| Vias | 15900 |
| WS Path Type | in -> out |
| DR WL met3 | 7480 um |
| Fraction of final layout cells sized beyond drive strength 1 | 4.91% |
| IO Pins | 524 |
| Wire per inst | 30.0 um |
| Initial antenna violation count | 13 |
| DRT iter0 DRCs | 1395 |
| Antenna-violating nets left | 0 |
| Hold crit path type | in -> out |
| Flip-flops | 0 |
| Met1 WL | 32700 um |
| Die area | 0.0581 mm2 |
| Worst Path Required | 7.68 ns |
| Peak supply drop | 0.0000221 V |
| Row count | 80 |
| Minimum clock period | 8.15 ns |
| Crit path DAT | 6.23 ns |
| Top-area cell share | 11.9% |
| Init Core Util | 22.5% |
| Pre-CTS setup slack | 1.58 ns |
| Relative slew slack | 19.4% |
| Via/cell ratio | 5.71 |
| Met2 WL | 40000 um |
| Buffers on Ports | 521 |
==> kinds of logic after synthesis <==
group | after synthesis | synth area share [%]
AOI/OAI and AO/OA | 816 | 48.8
xor gates and xnor gates | 64 | 5.19
adders and majority gates | 70 | 8.24
buffers and inverters | 185 | 7.59
muxes | 6 | 0.567
other | 1 | 0.0347
and+or+nand+nor | 631 | 29.6
==> cells in the final DEF, fill, tap and decap left out, types with 23 or more instances in the layout <==
| cell type | n |
|---|---|
| clkdlybuf4s50_1 | 520 |
| a21oi_1 | 256 |
| nand2_1 | 208 |
| o21ai_0 | 152 |
| nor2_1 | 136 |
| and2_1 | 90 |
| ha_1 | 68 |
| a21o_1 | 55 |
| o21ai_1 | 53 |
| nand4_1 | 47 |
| xnor2_1 | 37 |
| a22oi_1 | 31 |
| nand3_1 | 28 |
| inv_1 | 27 |
| xor2_1 | 27 |
| o21a_1 | 26 |
| nor3_1 | 24 |
| o21bai_1 | 23 |
| o22ai_1 | 23 |
==> per-layer routing <==
metal  up-vias  track usage [%]
li1       7419                -
met1      7647             33.1
met2       738             46.4
met3        82             7.55
met4         0             10.6
met5         -                0
==> stage by stage <==
| step | util [%] | std cells | power, uW |
|---|---|---|---|
| 2_1_floorplan | - | 1773 | 493 |
| 3_3_place_gp | 33.9 | 2773 | 989 |
| 3_5_place_dp | 33.9 | 2773 | 988 |
| 4_1_cts | 33.9 | 2773 | 995 |
| 5_1_grt | 34.0 | 2783 | 1070 |
| 6_report | 34.0 | 2784 | 1000 |
==> cell type report <==
cell class                 instances  area, um2
multi-input combinational       1588      10000
antenna                           11       27.5
inverter                          29        110
tap                              615        769
timing repair buffer             541       5390
fill                            5236      31700
==> worst max-delay path by stage <==
| stage | from | end | slack (ns) |
|---|---|---|---|
| after CTS | inst[20] | mem_addr[32] | 1.58 |
| final | inst[7] | mem_addr[32] | 1.45 |
| after global routing | inst[7] | mem_addr[32] | 1.30 |
==> power by group through the flow <==
stage    logic, uW  clock network, uW  registers, uW
5_1_grt       1070           0.000141              0
4_1_cts        995                  0              0
==> critical path, cell delays in order <==
cell	delay, ns
clkdlybuf4s50_1	0.47
ha_1	0.29
fa_1	0.46
a211oi_1	0.37
o21ai_1	0.21
a21boi_0	0.97
o21ai_1	0.33
a21oi_1	0.24
o211ai_1	0.10
o21ai_0	0.27
clkdlybuf4s50_1	0.59
Power and IR drop assume default switching activity.
