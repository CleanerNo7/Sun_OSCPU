==> /design/flow/design.v <==
`timescale 1ns / 1ps
module mem_stage (
    input wire            rst,
    input wire     [2 : 0]load_type,
    input wire     [2 : 0]store_type,
    input wire            mem_r_ena,
    input wire            mem_w_ena,
    input wire  [63 : 0]mem_addr,
    input wire  [63 : 0]mem_w_data,
    output reg  [63 : 0]mem_r_data,
    output wire           rd_data_mem_ena,
    output wire [63 : 0]ram_addr,
    output wire           ram_r_ena,
    output wire           ram_w_ena,
    output reg [63 : 0]ram_w_mask,
    output reg [63 : 0]ram_w_data,
    input wire  [63 : 0]ram_r_data
);
reg [63 : 0]sb_ram_w_mask;
reg [63 : 0]sb_ram_w_data;
reg [63 : 0]sh_ram_w_mask;
reg [63 : 0]sh_ram_w_data;
reg [63 : 0]sw_ram_w_mask;
reg [63 : 0]sw_ram_w_data;
reg [63 : 0]sd_ram_w_mask;
reg [63 : 0]sd_ram_w_data;
reg [63 : 0]lb_ram_r_data;
reg [63 : 0]lh_ram_r_data;
reg [63 : 0]lw_ram_r_data;
reg [63 : 0]lbu_ram_r_data;
reg [63 : 0]lhu_ram_r_data;
reg [63 : 0]lwu_ram_r_data;
reg [63 : 0]ld_ram_r_data;
assign ram_addr = mem_addr;
assign ram_r_ena  = rst ? 0 : mem_r_ena;
assign ram_w_ena  = rst ? 0 : mem_w_ena;
assign rd_data_mem_ena = mem_r_ena;
wire sb_signal = ~store_type[2] & ~store_type[1] & ~store_type[0];
wire sh_signal = ~store_type[2] & ~store_type[1] & store_type[0];
wire sw_signal = ~store_type[2] & store_type[1] & ~store_type[0];
wire sd_signal = ~store_type[2] & store_type[1] & store_type[0];
wire lb_signal  = ~load_type[2] & ~load_type[1] & ~load_type[0];
wire lh_signal  = ~load_type[2] & ~load_type[1] & load_type[0];
wire lw_signal  = ~load_type[2] & load_type[1] & ~load_type[0];
wire lbu_signal = load_type[2] & ~load_type[1] & ~load_type[0];
wire lhu_signal = load_type[2] & ~load_type[1] & load_type[0];
wire lwu_signal = load_type[2] & load_type[1] & ~load_type[0];
wire ld_signal  = ~load_type[2] & load_type[1] & load_type[0];
always @(*) 
begin
    if (rst) begin
        ram_w_mask = 64'h00000000_00000000;
        ram_w_data = 64'h00000000_00000000;
    end
    else if(sb_signal)begin
        ram_w_mask = sb_ram_w_mask;
        ram_w_data = sb_ram_w_data;
    end
    else if(sh_signal)begin
        ram_w_mask = sh_ram_w_mask;
        ram_w_data = sh_ram_w_data;
    end  
    else if(sw_signal)begin
        ram_w_mask = sw_ram_w_mask;
        ram_w_data = sw_ram_w_data;
    end    
    else if(sd_signal)begin
        ram_w_mask = sd_ram_w_mask;
        ram_w_data = sd_ram_w_data;
    end  
    else begin
        ram_w_mask = 64'h00000000_00000000;
        ram_w_data = 64'h00000000_00000000;
    end        
end
always @(*) 
begin
    if(rst)begin
        mem_r_data = 64'h00000000_00000000;
    end    
    else if (lb_signal) 
    begin
        mem_r_data = lb_ram_r_data;
    end
    else if (lh_signal) 
    begin
        mem_r_data = lh_ram_r_data;
    end
    else if (lw_signal) 
    begin
        mem_r_data = lw_ram_r_data;
    end
    else if (lbu_signal) 
    begin
        mem_r_data = lbu_ram_r_data;
    end
    else if (lhu_signal) 
    begin
        mem_r_data = lhu_ram_r_data;
    end
    else if (lwu_signal) 
    begin
        mem_r_data = lwu_ram_r_data;
    end
    else if (ld_signal) 
    begin
        mem_r_data = ld_ram_r_data;
    end
    else mem_r_data = 64'h00000000_00000000;
end
always @( sb_signal or mem_addr[2 : 0] or mem_w_data[7 : 0] ) 
begin
    if(sb_signal)begin
        case(mem_addr[2 : 0])
        3'b000:begin
            sb_ram_w_mask = 64'h0000_0000_0000_00FF;
            sb_ram_w_data = {56'b0,mem_w_data[7 : 0]};
        end
        3'b001:begin
            sb_ram_w_mask = 64'h0000_0000_0000_FF00;
            sb_ram_w_data = {48'b0,mem_w_data[7 : 0],8'b0};
        end
        3'b010:begin
            sb_ram_w_mask = 64'h0000_0000_00FF_0000;
            sb_ram_w_data = {40'b0,mem_w_data[7 : 0],16'b0};
        end
        3'b011:begin
            sb_ram_w_mask = 64'h0000_0000_FF00_0000;
            sb_ram_w_data = {32'b0,mem_w_data[7 : 0],24'b0};
        end
        3'b100:begin
            sb_ram_w_mask = 64'h0000_00FF_0000_0000;
            sb_ram_w_data = {24'b0,mem_w_data[7 : 0],32'b0};
        end
        3'b101:begin
            sb_ram_w_mask = 64'h0000_FF00_0000_0000;
            sb_ram_w_data = {16'b0,mem_w_data[7 : 0],40'b0};
        end
        3'b110:begin
            sb_ram_w_mask = 64'h00FF_0000_0000_0000;
            sb_ram_w_data = {8'b0,mem_w_data[7 : 0],48'b0};
        end
        3'b111:begin
            sb_ram_w_mask = 64'hFF00_0000_0000_0000;
            sb_ram_w_data = {mem_w_data[7 : 0],56'b0};
        end
        endcase
    end
    else begin
        sb_ram_w_mask = 64'h00000000_00000000;
        sb_ram_w_data = 64'h00000000_00000000;
    end
end
always @( sh_signal or mem_addr[2 : 1] or mem_w_data[15 : 0] ) 
begin
    if (sh_signal) begin
        case(mem_addr[2 : 1])
        2'd0:begin
            sh_ram_w_mask = 64'h0000_0000_0000_FFFF;
            sh_ram_w_data = {48'b0,mem_w_data[15 : 0]};
        end
        2'd1:begin
            sh_ram_w_mask = 64'h0000_0000_FFFF_0000;
            sh_ram_w_data = {32'b0,mem_w_data[15 : 0],16'b0};
        end
        2'd2:begin
            sh_ram_w_mask = 64'h0000_FFFF_0000_0000;
            sh_ram_w_data = {16'b0,mem_w_data[15 : 0],32'b0};
        end
        2'd3:begin
            sh_ram_w_mask = 64'hFFFF_0000_0000_0000;
            sh_ram_w_data = {mem_w_data[15 : 0],48'b0};
        end
    endcase
    end
    else begin
        sh_ram_w_mask = 64'h00000000_00000000;
        sh_ram_w_data   = 64'h00000000_00000000;
    end
end
always @( sw_signal or mem_addr[2] or mem_w_data[31 : 0]) 
begin
    if(sw_signal)begin
        case(mem_addr[2])
        1'b0:begin
            sw_ram_w_mask = 64'h0000_0000_FFFF_FFFF;
            sw_ram_w_data   = {32'b0,mem_w_data[31 : 0]};
        end
        1'b1:begin
            sw_ram_w_mask = 64'hFFFF_FFFF_0000_0000;
            sw_ram_w_data   = {mem_w_data[31 : 0],32'b0};
        end
    endcase
    end
    else begin
        sw_ram_w_mask = 64'h00000000_00000000;
        sw_ram_w_data   = 64'h00000000_00000000;
    end   
end
always @( sd_signal or mem_w_data) 
begin
    if(sd_signal)begin
        sd_ram_w_mask = 64'hFFFF_FFFF_FFFF_FFFF;
        sd_ram_w_data = mem_w_data;
    end
    else begin
        sd_ram_w_mask = 64'h00000000_00000000;
        sd_ram_w_data = 64'h00000000_00000000;
    end
end
always @(lb_signal or mem_addr[2 : 0] or ram_r_data ) 
begin
    if (lb_signal) 
    begin
        case(mem_addr[2 : 0])
        3'd0: lb_ram_r_data = {{56{ram_r_data[7]}},ram_r_data[7 : 0]};
        3'd1: lb_ram_r_data = {{56{ram_r_data[15]}},ram_r_data[15 : 8]};
        3'd2: lb_ram_r_data = {{56{ram_r_data[23]}},ram_r_data[23 : 16]};
        3'd3: lb_ram_r_data = {{56{ram_r_data[31]}},ram_r_data[31 : 24]};
        3'd4: lb_ram_r_data = {{56{ram_r_data[39]}},ram_r_data[39 : 32]};
        3'd5: lb_ram_r_data = {{56{ram_r_data[47]}},ram_r_data[47 : 40]};
        3'd6: lb_ram_r_data = {{56{ram_r_data[55]}},ram_r_data[55 : 48]};
        3'd7: lb_ram_r_data = {{56{ram_r_data[63]}},ram_r_data[63 : 56]};
    endcase
    end    
    else begin 
        lb_ram_r_data = 64'h00000000_00000000; 
    end
end
always @(lh_signal or mem_addr[2 : 1] or ram_r_data) 
begin
    if(lh_signal)
    begin
        case(mem_addr[2 : 1])
        2'd0: lh_ram_r_data = {{48{ram_r_data[15]}},ram_r_data[15 : 0]};    
        2'd1: lh_ram_r_data = {{48{ram_r_data[31]}},ram_r_data[31 : 16]};    
        2'd2: lh_ram_r_data = {{48{ram_r_data[47]}},ram_r_data[47 : 32]};    
        2'd3: lh_ram_r_data = {{48{ram_r_data[63]}},ram_r_data[63 : 48]};    
    endcase
    end    
    else begin
        lh_ram_r_data = 64'h00000000_00000000;
    end
end
always @(lw_signal or mem_addr[2] or ram_r_data) 
begin
    if(lw_signal)
    begin
        case(mem_addr[2])
        1'd0: lw_ram_r_data = {{32{ram_r_data[31]}},ram_r_data[31 : 0]};
        1'd1: lw_ram_r_data = {{32{ram_r_data[63]}},ram_r_data[63 : 32]};
    endcase
    end    
    else begin
        lw_ram_r_data = 64'h00000000_00000000;
    end
end
always @(lbu_signal or mem_addr[2 : 0] or ram_r_data ) 
begin
    if (lbu_signal) 
    begin
        case(mem_addr[2 : 0])
        3'd0: lbu_ram_r_data = {56'b0,ram_r_data[7 : 0]};
        3'd1: lbu_ram_r_data = {56'b0,ram_r_data[15 : 8]};
        3'd2: lbu_ram_r_data = {56'b0,ram_r_data[23 : 16]};
        3'd3: lbu_ram_r_data = {56'b0,ram_r_data[31 : 24]};
        3'd4: lbu_ram_r_data = {56'b0,ram_r_data[39 : 32]};
        3'd5: lbu_ram_r_data = {56'b0,ram_r_data[47 : 40]};
        3'd6: lbu_ram_r_data = {56'b0,ram_r_data[55 : 48]};
        3'd7: lbu_ram_r_data = {56'b0,ram_r_data[63 : 56]};
    endcase
    end    
    else begin
        lbu_ram_r_data = 64'h00000000_00000000;
    end
end
always @(lhu_signal or mem_addr[2 : 1] or ram_r_data) 
begin
    if(lhu_signal)
    begin
        case(mem_addr[2 : 1])
        2'd0: lhu_ram_r_data = {48'b0,ram_r_data[15 : 0]};    
        2'd1: lhu_ram_r_data = {48'b0,ram_r_data[31 : 16]};    
        2'd2: lhu_ram_r_data = {48'b0,ram_r_data[47 : 32]};    
        2'd3: lhu_ram_r_data = {48'b0,ram_r_data[63 : 48]};    
    endcase
    end    
    else begin
        lhu_ram_r_data = 64'h00000000_00000000;
    end
end
always @(lwu_signal or mem_addr[2] or ram_r_data) 
begin
    if(lwu_signal)
    begin
        case(mem_addr[2])
        1'd0: lwu_ram_r_data = {32'b0,ram_r_data[31 : 0]};
        1'd1: lwu_ram_r_data = {32'b0,ram_r_data[63 : 32]};
    endcase
    end    
    else begin
        lwu_ram_r_data = 64'h00000000_00000000;
    end
end
 always @(ld_signal or ram_r_data) begin
        if(ld_signal)
            ld_ram_r_data = ram_r_data;
        else
            ld_ram_r_data = 64'h00000000_00000000;
    end
endmodule
==> /design/flow/run.sh <==
#!/bin/bash
# OpenROAD 26Q1-2900-gdf79404cd8, Yosys 0.63+post, stock flow scripts
make -C /OpenROAD-flow-scripts/flow DESIGN_CONFIG=/design/flow/config.mk WORK_HOME=/design/flow/orfs finish
==> /design/flow/config.mk <==
export PLATFORM = sky130hd
export DESIGN_NAME = mem_stage
export DESIGN_NICKNAME = mem_stage
export VERILOG_FILES = /design/flow/design.v
export SDC_FILE = /design/flow/constraint.sdc
export NUM_CORES = 4
export LEC_CHECK = 1
export CORE_AREA = 10 10 183 183
export DIE_AREA = 0 0 193 193
==> /design/flow/constraint.sdc <==
current_design mem_stage

set clk_period 8.8
set clk_io_pct 0.2

create_clock -name clk0 -period $clk_period

set non_clock_inputs [all_inputs -no_clocks]
set_input_delay [expr $clk_period * $clk_io_pct] -clock clk0 $non_clock_inputs
set_output_delay [expr $clk_period * $clk_io_pct] -clock clk0 [all_outputs]
==> impl_metrics.sql <==
-- load yosys + openroad results
INSERT INTO impl_metrics (metric_group, metric, value, unit) VALUES
('pwr', 'power_per_cell_area', '50.0', 'nW/um2'),
('worst_setup_path', 'criticalPathCategory', 'primary input to output port', ''),
('global_routing', 'largest_net_degree_at_the_start_of_global_routing', '46', ''),
('finish', 'stdcell_area', '7880', 'um2'),
('timing', 'slew_limit_headroom', '37.5', '%'),
('global_routing', 'globalRouteTotalUtil', '15.6', '%'),
('finish', 'n_fill_cell', '3245', ''),
('synth', 'mapped_area', '5160', 'um2'),
('timing', 'hold_viol_final', '0', ''),
('finish', 'seq_cell_count', '0', ''),
('finish', 'combGateArea', '3840', 'um2'),
('synth', 'yosys.stat.seqShare', '0', '%'),
('finish', 'utilization', '26.7', '%'),
('finish', 'layout-drive-gt1-share', '6.87', '%'),
('floorplanning', 'fp.coreArea', '29600', 'um2'),
('hold_path', 'hp-class', 'primary input to output port', ''),
('clocking', 'cts_hold_bufs', '0', ''),
('worst_setup_path', 'cp_data_arrival_time', '4710', 'ps'),
('route', 'drt_first_pass_iters', '6', ''),
('pwr', 'power_leakage', '2.78', 'nW'),
('route', 'antenna_violating_nets_remaining', '0', ''),
('timing', 'final.period_utilization', '73.6', '%'),
('timing', 'timing.hold.ws', '3520', 'ps'),
('worst_setup_path', 'crit_path_max_fanout', '21', ''),
('worst_setup_path', 'crit_path_cell_trace', 'clkdlybuf4s50_1 -> or2_2 -> nor2_1 -> a21oi_1 -> clkdlybuf4s50_1', ''),
('synth', 'yosysUniqueCellTypes', '62', ''),
('worst_setup_path', 'critical_path_depth', '5', ''),
('route', 'route.final.wire_length', '31300', 'um'),
('synth', 'ys.warnings.count', '1', ''),
('route', 'initialDrtViolationCount', '531', ''),
('synth', 'synth_dominant_cell_count', 'sky130_fd_sc_hd__buf_4', ''),
('timing', 'final_max_slew_viol_count', '0', ''),
('timing', 'fmaxAchievable', '154', 'MHz'),
('synth', 'common_cells', 'sky130_fd_sc_hd__buf_4 (126), sky130_fd_sc_hd__nor2_1 (119), sky130_fd_sc_hd__a21oi_1 (102)', ''),
('floorplanning', 'floorplan.io_pins', '460', ''),
('finish', 'clock_buffer_count', '0', ''),
('worst_setup_path', 'most_frequent_cp_cell', 'sky130_fd_sc_hd__clkdlybuf4s50_1', ''),
('place', 'detailed_place.area', '7880', 'um2'),
('floorplanning', 'num_rows', '63', ''),
('worst_setup_path', 'buffers_plus_inverters_on_the_worst_setup_path', '2', ''),
('floorplanning', 'die_area', '37200', 'um2'),
('route', 'drt-vias-per-instance', '4.95', ''),
('route', 'vias', '6758', ''),
('global_routing', 'antenna_found_initial', '1', ''),
('flow_run', 'maxCapViolations', '0', ''),
('worst_setup_path', 'endpoint_kind', 'output port', ''),
('worst_setup_path', 'crit_family', 'simple AND/OR/NAND/NOR gates', ''),
('floorplanning', 'floorplanUtilization', '17.5', '%'),
('global_routing', 'grt_pass1_vias', '6540', ''),
('finish', 'areaGrowthSynthToFinish', '52.7', '%'),
('worst_setup_path', 'worst_setup_path_start_kind', 'primary input', ''),
('timing', 'setup_repair_after_global_routing_missed_its_margin', 'false', ''),
('outcome', 'status', 'complete, no violations', ''),
('clocking', 'post_cts.resized_instances', '0', ''),
('finish', 'flop_area', '0', 'um2'),
('synth', 'netlist_instances', '822', ''),
('worst_setup_path', 'crit_start', 'store_type[1]', ''),
('place', 'place.detailed.hpwl', '25600', 'um'),
('global_routing', 'grt_first_pass_wirelength', '44100', 'um'),
('synth', 'synthesis.area_per_instance', '6.28', 'um2'),
('synth', 'synth-area-yosys', '5160', 'um2'),
('worst_setup_path', 'crit_required', '7040', 'ps'),
('route', 'drt_drc_violations_left', '0', ''),
('timing', 'setup_viol_count_final', '0', ''),
('clocking', 'post_cts_buffers', '0', ''),
('timing', 'finalSetupTns', '0', 'ps'),
('synth', 'topCellsByArea', 'sky130_fd_sc_hd__buf_4 (18%), sky130_fd_sc_hd__a21oi_1 (9.9%), sky130_fd_sc_hd__nor2_1 (8.7%)', ''),
('pwr', 'ir_worst_vdd', '0.0267', 'mV'),
('worst_setup_path', 'setup.worst_path.end', 'ram_w_mask[54]', ''),
('place', 'gpl.final_weighted_congestion', '0.882', ''),
('floorplanning', 'die_height', '193', 'um');
[worst min-delay path by stage]
stage	startpoint	to	slack, ps
after CTS	mem_addr[10]	ram_addr[10]	3520
after global routing	mem_addr[3]	ram_addr[3]	3520
final	mem_addr[4]	ram_addr[4]	3520
[cells by family after synthesis]
kind of cell / after synthesis / share of synthesized area (%)
mux: 66 / 16.5
compound gates: 244 / 30.5
simple gates: 294 / 27.1
buf+inv: 218 / 25.9
[cell type report]
type / count / area share (%)
inverter: 15 / 0.714
timing repair buffer: 356 / 44.4
tap: 390 / 6.19
multi-input combinational: 604 / 48.7
antenna: 1 / 0.0318
[report_power, final]
| group | total (W) | switching [W] | internal [W] |
|---|---|---|---|
| registers | 0 | 0 | 0 |
| logic | 0.000394 | 0.000179 | 0.000215 |
| clock network | 0.0000000000153 | 0 | 0.0000000000153 |
| total | 0.000394 | 0.000179 | 0.000215 |
[layer usage]
metal,track usage (%),wire [um],share of wire (%)
met2,26.4,14800,47
met3,4.53,3480,11
met5,0,0,0
met4,5.41,1160,3.7
met1,18.4,11900,38
[through the flow]
stage               power [W]  setup WS, ps  cells
detailed placement   0.000396          2320   1365
finish               0.000394          2330   1366
CTS                  0.000399          2310   1365
floorplan            0.000195          3820    822
global placement     0.000396          2370   1365
global route         0.000428          2110   1366
[cell usage in the layout (no fill, tap or decap), types with 3 or more instances in the layout]
cell type                           n
sky130_fd_sc_hd__clkdlybuf4s50_1  333
sky130_fd_sc_hd__nor2_1           118
sky130_fd_sc_hd__a21oi_1          101
sky130_fd_sc_hd__nand2_1           58
sky130_fd_sc_hd__nand2b_1          45
sky130_fd_sc_hd__mux2i_1           32
sky130_fd_sc_hd__a22oi_1           27
sky130_fd_sc_hd__o21ai_0           20
sky130_fd_sc_hd__a221oi_1          19
sky130_fd_sc_hd__mux2_2            19
sky130_fd_sc_hd__buf_4             19
sky130_fd_sc_hd__nor3_1            18
sky130_fd_sc_hd__inv_1             14
sky130_fd_sc_hd__mux4_2            13
sky130_fd_sc_hd__a22o_1            12
sky130_fd_sc_hd__a211oi_1          12
sky130_fd_sc_hd__nor2b_1           11
sky130_fd_sc_hd__and2_1            10
sky130_fd_sc_hd__a31oi_1            9
sky130_fd_sc_hd__nor4_1             6
sky130_fd_sc_hd__or2_2              4
sky130_fd_sc_hd__or3_1              4
sky130_fd_sc_hd__o21a_1             4
sky130_fd_sc_hd__nor3b_1            4
sky130_fd_sc_hd__o21ai_1            4
sky130_fd_sc_hd__a21o_1             4
sky130_fd_sc_hd__buf_2              4
sky130_fd_sc_hd__o221ai_1           3
sky130_fd_sc_hd__a32oi_1            3
sky130_fd_sc_hd__o2bb2ai_1          3
sky130_fd_sc_hd__o22ai_1            3
Power figures rest on the tool's default switching activity, not on a simulated workload.
